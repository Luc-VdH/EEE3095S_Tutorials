==> ./design.v <==
module alu( clk, operand_a, operand_b, opcode, result);
    parameter DATA_WIDTH = 8;
    input clk;
    input[DATA_WIDTH-1:0]operand_a,operand_b;
    input [3:0] opcode;
    output reg[DATA_WIDTH-1:0] result;
  always@(posedge clk)
    begin
     case(opcode)
        4'b0000:  
           result <= operand_a + operand_b ; 
        4'b0001:  
           result <= operand_a - operand_b;
        default: result <= 8'bx; 
     endcase
    end
endmodule
==> ./run.sh <==
#!/bin/bash
# OpenROAD 26Q1-2900-gdf79404cd8, Yosys 0.63+post, stock flow scripts
make -C /OpenROAD-flow-scripts/flow DESIGN_CONFIG=/design/flow/config.mk WORK_HOME=/design/flow/orfs finish
==> ./config.mk <==
export PLATFORM = sky130hd
export DESIGN_NAME = alu
export DESIGN_NICKNAME = alu
export VERILOG_FILES = /design/flow/design.v
export SDC_FILE = /design/flow/constraint.sdc
export NUM_CORES = 4
export LEC_CHECK = 1
export CORE_AREA = 10 10 80 80
export DIE_AREA = 0 0 90 90
==> ./constraint.sdc <==
current_design alu

set clk_period 8.9
set clk_io_pct 0.2

create_clock -name clk0 -period $clk_period [get_ports {clk}]

set non_clock_inputs [all_inputs -no_clocks]
set_input_delay [expr $clk_period * $clk_io_pct] -clock clk0 $non_clock_inputs
set_output_delay [expr $clk_period * $clk_io_pct] -clock clk0 [all_outputs]
==> impl_table.tex <==
% Generated from flow reports
\begin{tabular}{lr}
\hline
Metric & Value \\
\hline
\multicolumn{2}{l}{\textbf{Worst hold path}} \\
\quad Number of cells traversed by the worst hold path & 4 \\
\quad Hold Path Class & input port to flop \\
\quad Beginning of the worst hold path & operand\_a[0] \\
\quad Hold Crit Endpoint & result[0]\$\_DFF\_P\_ \\
\multicolumn{2}{l}{\textbf{Floorplan}} \\
\quad Horizontal die dimension & 90 um \\
\quad \# rows & 25 \\
\quad FP Core Util & 0.1354 \\
\quad Number of ports placed on the die boundary & 29 \\
\quad Standard cell core area & 4723 um\^{}2 \\
\quad Die height & 90 um \\
\quad Die area & 8100 um\^{}2 \\
\multicolumn{2}{l}{\textbf{Logic synthesis}} \\
\quad Mux share of post-synthesis cell area & 0.01566 \\
\quad Compound Share, Synth & 0.1429 \\
\quad Post-synthesis cell count from yosys & 66 \\
\quad Dominant kind of combinational cell & XOR/XNOR gates \\
\quad Dominant cell type by area after synthesis & sky130\_fd\_sc\_hd\_\_dfxtp\_1 \\
\quad Simple-Gate Area Share & 0.1487 \\
\quad Share of flip-flops with an asynchronous set or reset after synthesis & 0 \\
\quad Yosys reg bits & 8 \\
\quad Flip-flops with a built-in enable & 0 \\
\quad Most frequent cells after synthesis & 10 x sky130\_fd\_sc\_hd\_\_xnor2\_1, 9 x sky130\_fd\_sc\_hd\_\_inv\_1, 8 x sky130\_fd\_sc\_hd\_\_dfxtp\_1, 8 x sky130\_fd\_sc\_hd\_\_ha\_1, 7 x sky130\_fd\_sc\_hd\_\_nor2\_1 \\
\quad Most numerous cell in the Yosys netlist & sky130\_fd\_sc\_hd\_\_xnor2\_1 \\
\quad Gate Count Post-Synth & 66 \\
\quad Combined area of all synthesized cells & 639.4 um\^{}2 \\
\quad Top cells, area & sky130\_fd\_sc\_hd\_\_dfxtp\_1 25\%, sky130\_fd\_sc\_hd\_\_ha\_1 16\%, sky130\_fd\_sc\_hd\_\_xnor2\_1 14\% \\
\quad Mean instance size in the synthesized netlist & 9.687 um\^{}2 \\
\quad Yosys stat area & 639.4 um\^{}2 \\
\quad Main flop type & sky130\_fd\_sc\_hd\_\_dfxtp\_1 \\
\quad Number of distinct library cell variants in the gate-level netlist after synthesis & 25 \\
\quad Adder-cell share of the synthesized area & 0.1879 \\
\quad Synth Area in XOR/XNOR & 0.2016 \\
\quad Count of warnings emitted by yosys & 1 \\
\quad Proportion of synthesized chip area in sequential cells & 0.2505 \\
\quad Area share of the leading cell type in the synthesized netlist & 0.2505 \\
\multicolumn{2}{l}{\textbf{Clock tree}} \\
\quad Number of buffers created by CTS & 3 \\
\quad Buffer levels on the longest clock path & 2 \\
\quad Root Buffer Master & sky130\_fd\_sc\_hd\_\_clkbuf\_8 \\
\quad Clock tree from TritonCTS & yes \\
\quad Post-CTS setup repair buffer count & 0 \\
\quad Clock Sinks & 8 \\
\quad Cts-stage hold buffer count & 0 \\
\quad CTS H-tree depth & 1 \\
\quad Clock slew seen by the registers of the worst setup and hold paths & 40 ps \\
\quad Cells resized by post-CTS repair & 0 \\
\multicolumn{2}{l}{\textbf{Run}} \\
\quad Total number of warnings across the stage logs & 25 \\
\quad Max capacitance violation total & 0 \\
\multicolumn{2}{l}{\textbf{Placement}} \\
\quad Cell Area, Placed & 1003 um\^{}2 \\
\quad Placed Cells incl. Taps & 161 \\
\quad DP Wirelength & 1448 um \\
\quad Placement-stage worst setup slack & 4614 ps \\
\quad Placer's final routability congestion estimate & 0.7435 \\
\quad Number of input and output port buffers inserted & 28 \\
\multicolumn{2}{l}{\textbf{Final layout}} \\
\quad Largest register by flop count & result \\
\quad Footprint of the flip-flops and latches & 160.2 um\^{}2 \\
\quad Area of all placed cells without fillers & 1045 um\^{}2 \\
\quad Fraction of final layout cells with drive strength greater than 1 & 0.1134 \\
\quad Post-layout util & 0.2212 \\
\quad Top Registers & result x8 \\
\quad Combinational gate area & 445.4 um\^{}2 \\
\quad Area added between synthesis and finish & 63.40\% \\
\quad Number of fill cells in the layout & 522 \\
\quad Max FFs per register & 8 \\
\quad Filler-free cell count of the finished design & 164 \\
\multicolumn{2}{l}{\textbf{GRT}} \\
\quad Largest net degree at the start of global routing & 8 \\
\quad Number of antenna violations at the first check in global routing & 0 \\
\quad Global router's overall resource usage & 0.04017 \\
\quad Vias in the first global route & 607 \\
\quad Wire length of the first global-routing pass & 2746 um \\
\quad Remaining global-route overflow & 0 \\
\multicolumn{2}{l}{\textbf{STA}} \\
\quad Portion of the clock cycle consumed by the worst path in the final layout & 0.4528 \\
\quad Max-slew violations & 0 \\
\quad Post-Route Hold Slack & 2216 ps \\
\quad Slew HR & 0.6971 \\
\quad Count of final setup violators & 0 \\
\quad Worst Slack Setup Final & 4870 ps \\
\quad Post-layout minimum cycle time & 4030 ps \\
\quad Fmax & 0.2482 GHz \\
\quad Setup repair after global routing missed its margin & no \\
\quad TNS Setup & 0 ps \\
\quad Worst slew pin tran & 452.4 ps \\
\quad Number of hold violations in the final report & 0 \\
\multicolumn{2}{l}{\textbf{Pwr}} \\
\quad Switching share of power & 0.2437 \\
\quad Combinational power share & 0.412 \\
\quad Worst supply voltage drop on vdd & 0.00003730 V \\
\quad Power density of the placed cells & 149.4 nW/um\^{}2 \\
\quad Leak & 0.4157 nW \\
\quad Seq pwr share & 0.316 \\
\quad Cell Int Power & 0.1181 mW \\
\quad Total chip power & 0.1561 mW \\
\quad Switching power of the nets & 0.03804 mW \\
\quad Clock Power Share & 0.272 \\
\multicolumn{2}{l}{\textbf{Drt}} \\
\quad Detailed Routing Iterations Pass 1 & 4 \\
\quad Total length of routed wires & 1569 um \\
\quad Detailed router's first-iteration violation count & 10 \\
\quad Average wire length per cell after detail routing & 9.567 um \\
\quad DRT antenna net count & 0 \\
\quad Via count & 525 \\
\quad Diode insertion count for antenna repair & 0 \\
\quad Vias per cell & 3.201 \\
\quad Number of remaining DRC errors & 0 \\
\multicolumn{2}{l}{\textbf{Setup path}} \\
\quad Crit path DRT & 9060 ps \\
\quad Top fanout value on the critical path & 7 \\
\quad Worst EP arrival & 4190 ps \\
\quad Worst setup startpoint & opcode[1] \\
\quad Worst setup SP type & input port \\
\quad WS Path Type & input port to flop \\
\quad Category of the worst setup path capture point & flop \\
\multicolumn{2}{l}{\textbf{Outcome}} \\
\quad Outcome & finished clean \\
\hline
\end{tabular}
-- power by group through the flow --
stage,registers [mW],logic [mW],clock network [mW]
CTS,0.0494,0.0663,0.0445
finish,0.0494,0.0642,0.0425
global route,0.0508,0.0725,0.0468
-- logic make-up (layout without fill, tap and decap cells) --
kind of cell    after synthesis  in the layout
simple gates                 15             15
xor+xnor                     13             13
compound gates               11             11
fa+ha+maj                     9              9
buf+inv                       9             40
flops                         8              8
mux                           1              1
-- how the worst max path moves through the flow --
stage | to | slack (ps) | cells after the start
CTS | result[7]$_DFF_P_ | 4840 | 9
global route | result[7]$_DFF_P_ | 4680 | 9
finish | result[7]$_DFF_P_ | 4870 | 9
-- layout by cell type (no fill, tap or decap), types with 2 or more instances in the layout --
master / synthesis / layout
sky130_fd_sc_hd__a31oi_1: 2 / 2
sky130_fd_sc_hd__inv_1: 9 / 9
sky130_fd_sc_hd__nand3_1: 2 / 2
sky130_fd_sc_hd__clkdlybuf4s50_1: 0 / 28
sky130_fd_sc_hd__a21oi_1: 2 / 2
sky130_fd_sc_hd__nor2_1: 7 / 7
sky130_fd_sc_hd__nor3_2: 2 / 2
sky130_fd_sc_hd__ha_1: 8 / 8
sky130_fd_sc_hd__xnor2_1: 10 / 10
sky130_fd_sc_hd__clkbuf_8: 0 / 3
sky130_fd_sc_hd__dfxtp_1: 8 / 8
-- area by class of cell --
cell class / count / area share
timing repair buffer: 28 / 0.2683
inverter: 9 / 0.03234
clock buffer: 3 / 0.03952
tap: 67 / 0.08024
multi-input combinational: 49 / 0.4263
sequential: 8 / 0.1533
-- metal layers --
metal / part of all wire / vias up / global-route usage
li1: - / 289 / -
met1: 0.47 / 216 / 0.05076
met2: 0.46 / 18 / 0.06719
met3: 0.049 / 2 / 0.009220
met4: 0.018 / 0 / 0.01061
met5: 0 / - / 0
-- worst max-delay path, cell delays in order --
cell and delay, ps:
sky130_fd_sc_hd__clkdlybuf4s50_1 440, sky130_fd_sc_hd__nor4b_4 490, sky130_fd_sc_hd__mux2i_1 360, sky130_fd_sc_hd__ha_1 280, sky130_fd_sc_hd__nor2b_1 140, sky130_fd_sc_hd__o2111ai_1 180
sky130_fd_sc_hd__nand3_1 130, sky130_fd_sc_hd__o41ai_2 240, sky130_fd_sc_hd__xnor2_1 150
Power is estimated from default activity; no workload was simulated.
