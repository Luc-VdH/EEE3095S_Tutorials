==> ./design.v <==
`timescale 1ns / 1ps
module reg_mem (addr, data_in, wen, clk, data_out);
    parameter DATA_WIDTH = 8;  
    parameter ADDR_BITS = 5;  
    input [ADDR_BITS-1:0] addr;
    input [DATA_WIDTH-1:0] data_in;
    input wen;
    input clk;
    output [DATA_WIDTH-1:0] data_out;
    reg [DATA_WIDTH-1:0] data_out;
    reg [DATA_WIDTH-1:0] mem_array [(2**ADDR_BITS)-1:0];
    always @(posedge clk) begin
        if (wen) begin  
            mem_array [addr] <= data_in;
          data_out <= #(DATA_WIDTH)'b0;
        end
        else begin  
            data_out <= mem_array[addr];
        end
    end
endmodule
==> ./run.sh <==
#!/bin/bash
# OpenROAD 26Q1-2900-gdf79404cd8, Yosys 0.63+post, stock flow scripts
make -C /OpenROAD-flow-scripts/flow DESIGN_CONFIG=/design/flow/config.mk WORK_HOME=/design/flow/orfs finish
==> ./config.mk <==
export PLATFORM = sky130hd
export DESIGN_NAME = reg_mem
export DESIGN_NICKNAME = reg_mem
export VERILOG_FILES = /design/flow/design.v
export SDC_FILE = /design/flow/constraint.sdc
export NUM_CORES = 4
export LEC_CHECK = 1
export CORE_UTILIZATION = 40
==> ./constraint.sdc <==
current_design reg_mem

set clk_period 1.8
set clk_io_pct 0.2

create_clock -name clk0 -period $clk_period [get_ports {clk}]

set non_clock_inputs [all_inputs -no_clocks]
set_input_delay [expr $clk_period * $clk_io_pct] -clock clk0 $non_clock_inputs
set_output_delay [expr $clk_period * $clk_io_pct] -clock clk0 [all_outputs]
==> flow_summary.yaml <==
# yosys + openroad results
outcome:
  status: "finished, final reports clean"
worst_setup_path:
  critPathKind: "input port to register"
  worstReg2RegStart: "mem_array[26][1]"
  cp.arrival_ps: 2230
  cp_slowest_cell: "or4_4"
  path_cells: "clkdlybuf4s50_1 > buf_4 > buf_4 > or4_4 > o22ai_1 > nor4_1 > a21oi_1"
  cp_max_fo: 10
  required_ps: 2260
  r2r-end: "data_out[1]"
  crit_path_frequent_cell: "buf_4"
  slowest_delay_ps: 600
  crit_path_end_kind: "register"
  critPathLaunchType: "input port"
  timing.reg2reg.setup_slack_ps: 340
  r2r_cells: 5
min_path:
  hp-start: "wen"
  hp-class: "input port to register"
  holdPathEnd: "data_out[4]"
  min_path_cells: 3
clock_tree:
  cts_max_level: 1
  clkTransAtPathRegs_ps: 60
  cts_tree: "built"
  postCtsHoldBufs: 0
  cts_setup_buffers: 0
  clockBufferDepth: 3
  cts_root_buffer: "clkbuf_16"
  clock_sinks: 264
  cts_buffers: 26
  insertion_delay_ps: 530
drt:
  wl_met2_um: 11100
  drt.antenna.violating_nets: 0
  vias_per_cell: 5.22
  dr_wl_met3_um: 1360
  drc: 0
  routed_wirelength_um: 22300
  met1_length_um: 9400
  vias: 5464
  drt_first_pass_iters: 4
  wl_per_cell_um: 21.4
  top_layer: "met4"
  diodes: 0
  first_iter_violations: 420
power_and_ir_drop:
  p_leak_nw: 4.44
  peakVddDrop_mv: 0.476
  power.density_nw_per_um2: 986
  finalPower_mw: 12.5
synthesis:
  synth_warnings: 1
  ys_seq_elements: 264
  postSynthSeqShare_pct: 76.5
  netlist_area_um2: 10300
  synth_cells: 577
  avgSynthCellArea_um2: 17.8
  yosysUniqueCellTypes: 26
  yosys_cells: 577
  yosys_area_um2: 10300
floorplan:
  die_y_um: 162
  ios: 23
  fp_util_pct: 40.8
  die_w_um: 162
  rows: 58
  core_area_um2: 25200
  dieArea_um2: 26300
flow_run:
  maxCapViolCount: 0
  warning_count: 27
final_timing:
  period_used_pct: 98.1
  finalClockSkew_ps: 20.3
  hold_viol_final: 0
  max_slew_margin_pct: 72.4
  final_max_slew_viol_count: 0
  fin_setup_tns_ps: 0
  fmax_ghz: 0.566
  setup_viol: 0
  rsz0062_at_grt: "yes"
  tightest_slew_ps: 410
  period_needed_ps: 1770
layout:
  synthToLayoutAreaGrowth_pct: 23.1
  mostFrequentLayoutCell: "edfxtp_1"
  drive_above_1_share_pct: 23.9
  lay_top_cells: "edfxtp_1, mux2i_1, buf_4"
placed_design:
  dp_hpwl_um: 14900
  io_buffer_count: 22
  routabilityCongestion: 0.932
global_routing:
  grt_util_all_layers_pct: 19.3
  antenna_found_initial: 0
  grt_pass1_wl_um: 34100
  grt_overflow_total: 0
  grt_pass1_vias: 5716
  grt_max_degree: 33
-- kinds of logic after synthesis --
group	synth area share, %
buffers and inverters	2.05
AOI/OAI and AO/OA	4.35
and+or+nand+nor	4.65
DFF	76.5
muxes	12.5
-- synthesized netlist by cell type (all sizes together) --
library cell | count | share of area, %
dfxtp | 8 | 1.6
nor2 | 29 | 1.1
nor4 | 16 | 0.98
mux2i | 128 | 12
clkbuf | 8 | 0.30
nand2 | 2 | 0.073
or4 | 1 | 0.073
nand4 | 1 | 0.061
nand4bb | 6 | 0.66
nand3b | 4 | 0.29
nand3 | 2 | 0.098
o22ai | 64 | 4.0
or3b | 3 | 0.26
buf | 28 | 1.7
nand4b | 4 | 0.34
or3 | 1 | 0.061
edfxtp | 256 | 75
nor3 | 4 | 0.20
a21oi | 8 | 0.39
or4b | 4 | 0.50
-- worst max-delay path, delay by kind of cell --
family	cells	cell delay, ps
AND-OR/OR-AND	2	400
AND/OR/NAND/NOR	2	720
buffers and inverters	3	740
-- final cells by class --
type	instances	area (µm²)
clock buffer	32	694
sequential	264	7850
multi-input combinational	277	2320
clock inverter	14	70.1
timing repair buffer	129	1290
tap	330	413
fill	1960	12600
-- worst max path at each step --
stage               start     endpoint  slack, ps  depth (start not counted)
CTS           data_out[2]  data_out[2]          3                          1
global route      addr[2]  data_out[5]        -30                          7
finish            addr[2]  data_out[5]         30                          7
-- state kept, by name (all words and copies together), names as in the netlist --
register and cells:
data_out 8, mem_array 256
-- metrics by stage --
step                cell area, µm²  setup WS [ps]  cells  utilization (%)  hold slack, ps
floorplan                    10300           -125    577                -             459
global placement             11800           -656   1000             46.8             747
detailed placement           11800           -696   1000             46.8             781
CTS                          12600           3.06   1046             50.0             630
global route                 12600          -33.7   1046             50.1             660
finish                       12600           34.5   1046             50.1             631
-- repair_timing --
| action | CTS | global route |
|---|---|---|
| gates resized | 7 | 7 |
| setup endpoints to repair | 8 | 14 |
| pin swaps | 0 | 2 |
-- metal layers --
metal	up-vias	track usage [%]
met5	-	0
met4	0	4.25
met3	30	5.94
met2	142	30.5
met1	2710	28.5
li1	2582	-
-- power breakdown --
part,internal (mW),switching [mW],total [mW]
clock network,2.72,2.10,4.83
registers,6.83,0.0289,6.86
logic,0.356,0.415,0.771
Power figures rest on the tool's default switching activity, not on a simulated workload.
